$ cat flow/design.v
interface banked_mem_itf(
    input   bit         clk,
    input   bit         rst
);
    logic   [31:0]      addr;
    logic               read;
    logic               write;
    logic   [63:0]      wdata;
    logic               ready;
    logic   [31:0]      raddr;
    logic   [63:0]      rdata;
    logic               rvalid;
    bit                 error = 1'b0;
    modport dut (
        input           clk,
        input           rst,
        output          addr,
        output          read,
        output          write,
        output          wdata,
        input           ready,
        input           raddr,
        input           rdata,
        input           rvalid
    );
    modport mem (
        input           clk,
        input           rst,
        input           addr,
        input           read,
        input           write,
        input           wdata,
        output          ready,
        output          rdata,
        output          raddr,
        output          rvalid,
        output          error
    );
    modport mon (
        input           clk,
        input           rst,
        input           addr,
        input           read,
        input           write,
        input           wdata,
        input           ready,
        input           rdata,
        input           raddr,
        input           rvalid,
        input           error
    );
endinterface
interface mem_itf(
    input   bit         clk,
    input   bit         rst
);
    logic   [31:0]      addr;
    logic   [3:0]       rmask;
    logic   [3:0]       wmask;
    logic   [31:0]      rdata;
    logic   [31:0]      wdata;
    logic               resp;
    bit                 error = 1'b0;
    modport dut (
        input           clk,
        input           rst,
        output          addr,
        output          rmask,
        output          wmask,
        input           rdata,
        output          wdata,
        input           resp
    );
    modport mem (
        input           clk,
        input           rst,
        input           addr,
        input           rmask,
        input           wmask,
        output          rdata,
        input           wdata,
        output          resp,
        output          error
    );
    modport mon (
        input           clk,
        input           rst,
        input           addr,
        input           rmask,
        input           wmask,
        input           rdata,
        input           wdata,
        input           resp,
        output          error
    );
endinterface
interface mon_itf(
    input   bit             clk,
    input   bit             rst
);
            logic           valid [8];
            logic   [63:0]  order [8];
            logic   [31:0]  inst [8];
            logic           halt [8];
            logic   [4:0]   rs1_addr [8];
            logic   [4:0]   rs2_addr [8];
            logic   [31:0]  rs1_rdata [8];
            logic   [31:0]  rs2_rdata [8];
            logic   [4:0]   rd_addr [8];
            logic   [31:0]  rd_wdata [8];
            logic   [31:0]  pc_rdata [8];
            logic   [31:0]  pc_wdata [8];
            logic   [31:0]  mem_addr [8];
            logic   [3:0]   mem_rmask [8];
            logic   [3:0]   mem_wmask [8];
            logic   [31:0]  mem_rdata [8];
            logic   [31:0]  mem_wdata [8];
            bit             error = 1'b0;
endinterface
package rv32i_types;
    localparam TABLE_ENTRIES = 64;
    localparam ROB_D = 8;
    localparam LD_ST = 8;
    localparam N_MUL = 1;
    localparam N_ALU = 1;
    localparam N_DIV = 2;
    localparam CDB = N_ALU + N_MUL + N_DIV + 1;  
    localparam freelistdepth = 32;
    typedef enum logic [6:0] {
        op_b_lui   = 7'b0110111,  
        op_b_auipc = 7'b0010111,  
        op_b_jal   = 7'b1101111,  
        op_b_jalr  = 7'b1100111,  
        op_b_br    = 7'b1100011,  
        op_b_load  = 7'b0000011,  
        op_b_store = 7'b0100011,  
        op_b_imm   = 7'b0010011,  
        op_b_reg   = 7'b0110011,  
        op_b_csr   = 7'b1110011   
    } rv32i_op_b_t;
    typedef enum bit [2:0] {
        beq  = 3'b000,
        bne  = 3'b001,
        blt  = 3'b100,
        bge  = 3'b101,
        bltu = 3'b110,
        bgeu = 3'b111
    } branch_funct3_t;
    typedef enum bit [2:0] {
        lb  = 3'b000,
        lh  = 3'b001,
        lw  = 3'b010,
        lbu = 3'b100,
        lhu = 3'b101
    } load_funct3_t;
    typedef enum bit [2:0] {
        sb = 3'b000,
        sh = 3'b001,
        sw = 3'b010
    } store_funct3_t;
    typedef enum bit [2:0] {
        add  = 3'b000,  
        sll  = 3'b001,
        slt  = 3'b010,
        sltu = 3'b011,
        axor = 3'b100,
        sr   = 3'b101,  
        aor  = 3'b110,
        aand = 3'b111
    } arith_funct3_t;
    typedef enum bit [2:0] {
        alu_add = 3'b000,
        alu_sll = 3'b001, 
        alu_sra = 3'b010,
        alu_sub = 3'b011,
        alu_xor = 3'b100,
        alu_srl = 3'b101,
        alu_or  = 3'b110,
        alu_and = 3'b111
    } alu_ops;
    typedef struct packed {
            logic   [2:0]   funct3;
            logic   [6:0]   funct7;
            logic   [6:0]   opcode;
            logic   [4:0]   rs1_s;
            logic   [4:0]   rs2_s;
            logic   [4:0]   rd_s;
            logic   [31:0]  immediate; 
            logic [2:0] alu_operation;
            logic [2:0] cmp_operation;
            logic [1:0] mul_type;
            logic [1:0] div_type;
            logic predict_branch; 
            logic alu_en;
            logic cmp_en;
            logic is_branch;
            logic is_jump;
            logic is_jumpr;
            logic [1:0] is_mul;
            bit valid;
            logic [31:0] inst;
            logic [31:0] pc_curr;
            logic [31:0] pc_next;
            logic [1:0] execute_operand1; 
            logic [1:0] execute_operand2; 
            logic has_rd;
            logic [3:0] rmask;
            logic [3:0] wmask;
            logic is_signed;
    } instruction_info_reg_t;
    typedef struct packed {
        logic [31:0] fetch_pc_curr;   
        logic [31:0] fetch_pc_next; 
    } fetch_output_reg_t;
    typedef struct packed {
        logic [5:0] rs1, rs2, rd;
    } rat_t;
    typedef struct packed {
        logic valid;
        logic [63:0] order; 
        logic [31:0] inst;      
        logic [4:0] rs1_addr; 
        logic [4:0] rs2_addr; 
        logic [31:0] rs1_rdata; 
        logic [31:0] rs2_rdata; 
        logic [4:0] rd_addr;
        logic [31:0] rd_wdata;
        logic [31:0] pc_rdata; 
        logic [31:0] pc_wdata; 
        logic [31:0] mem_addr; 
        logic [3:0] mem_rmask; 
        logic [3:0] mem_wmask;
        logic [31:0] mem_rdata;
        logic [31:0] mem_wdata;
    } rvfi_t;
    typedef struct packed {
       logic [$clog2(ROB_D)-1:0] rob_id;
       logic commit;
       logic mispredict; 
       logic branch_enable; 
    } rob_t;
    typedef struct packed {
       logic input1_met; 
       logic input2_met; 
       logic [$clog2(ROB_D)-1:0] rs1_source;
       logic [$clog2(ROB_D)-1:0] rs2_source;
       logic full; 
    } reservation_entry_t; 
    typedef struct packed {
       logic [$clog2(LD_ST)-1:0] pointer;
       logic cross_dep_met;
       logic valid;
    } cross_t;
    typedef struct packed {
       rob_t rob;
       rvfi_t rvfi; 
       instruction_info_reg_t inst;
       rat_t rat;
       reservation_entry_t rs_entry;
       cross_t cross_entry;
    } super_dispatch_t;
    typedef enum logic [1:0] {
        ZERO,
        FREE_LIST,
        BACKUP_FREE_LIST
    } initialization_t;
    typedef enum logic [1:0] {
        ALU_T,
        MUL_T, 
        DIV_T
    } reservation_table_type_t;
    typedef struct packed {
        logic [31:0] register_value; 
        logic [$clog2(ROB_D)-1:0] ROB_ID; 
        logic dependency; 
    } physical_reg_data_t; 
    typedef struct packed {
        logic [$clog2(TABLE_ENTRIES)-1:0] rd_s, rs1_s, rs2_s; 
        physical_reg_data_t rd_v;
        logic rd_en;
    } physical_reg_request_t;
    typedef struct packed {
        physical_reg_data_t rs1_v, rs2_v;
    } physical_reg_response_t;
    typedef struct packed {
        super_dispatch_t inst_info; 
        logic start_calculate; 
    } fu_input_t; 
    typedef struct packed {
        super_dispatch_t inst_info;
        logic [31:0] register_value;
        logic ready_for_writeback;
        logic branch_result;
    } fu_output_t;
    typedef fu_output_t cdb_t [CDB];
    typedef struct packed {
        logic [1:0] mul_type; 
        logic [31:0] a; 
        logic [31:0] b; 
        logic start; 
        super_dispatch_t inst_info; 
    } multiply_FUs_t; 
    typedef struct packed {
        logic what_we_want;
        logic [31:0] a; 
        logic [31:0] b; 
        super_dispatch_t inst_info; 
    } divide_FUs_t; 
    typedef enum logic [2:0] {
        wait_s_load_p,
        wait_s_store_p,
        request_load_s,
        latch_load_s,
        request_store_s,
        latch_store_s
    } ld_st_controller_t;
endpackage
package cache_types;
    typedef enum bit [1:0] {
        idle_s,
        compare_tag_s,
        allocate_s,
        writeback_s
    } state_t;
    typedef enum bit [2:0] {
        A = 3'b000,
        B = 3'b001,
        C = 3'b010,
        D = 3'b011,
        F = 3'b111
    } way_t;
endpackage
module shift_add_multiplier
#(
    parameter int OPERAND_WIDTH = 32
)
(
    input logic clk,
    input logic rst,
    input logic start,
    input logic [1:0] mul_type,
    input logic[OPERAND_WIDTH-1:0] a,
    input logic[OPERAND_WIDTH-1:0] b,
    output logic[2*OPERAND_WIDTH-1:0] p,
    output logic done
);
    enum int unsigned {IDLE, SHIFT, ADD, DONE} curr_state, next_state;
    localparam int OP_WIDTH_LOG = $clog2(OPERAND_WIDTH);
    logic [OP_WIDTH_LOG-1:0] counter;
    logic [OPERAND_WIDTH-1:0] b_reg;
    logic [2*OPERAND_WIDTH-1:0] accumulator, a_reg;  
    logic neg_result;
    always_comb
    begin : state_transition
        next_state = curr_state;
        unique case (curr_state)
            IDLE:    next_state = start ? ADD : IDLE;
            ADD:     next_state = SHIFT;
            SHIFT:   next_state = (counter == (OP_WIDTH_LOG)'(unsigned'(OPERAND_WIDTH-1))) ? DONE : ADD;
            DONE:    next_state = start ? DONE : IDLE;
            default: next_state = curr_state;
        endcase
    end : state_transition
    always_comb
    begin : state_outputs
        done = '0;
        p = '0;
        unique case (curr_state)
            DONE:
            begin
                done = 1'b1;
                unique case (mul_type)
                    2'b00: p = accumulator[2*OPERAND_WIDTH-1:0];
                    2'b01,
                    2'b10: p = neg_result ? (~accumulator[2*OPERAND_WIDTH-1-1:0])+1'b1 : accumulator;
                    default: ;
                endcase
            end
            default: ;
        endcase
    end : state_outputs
    always_ff @ (posedge clk)
    begin
        if (rst)
        begin
            curr_state <= IDLE;
            a_reg <= '0;
            b_reg <= '0;
            accumulator <= '0;
            counter <= '0;
            neg_result <= '0;
        end
        else
        begin
            curr_state <= next_state;
            unique case (curr_state)
                IDLE:
                begin
                    if (start)
                    begin
                        accumulator <= '0;
                        unique case (mul_type)
                            2'b00:
                            begin
                                neg_result <= '0;    
                                a_reg <= {{OPERAND_WIDTH{1'b0}}, a};
                                b_reg <= b;
                            end
                            2'b01:
                            begin
                                neg_result <= (a[OPERAND_WIDTH-1] ^ b[OPERAND_WIDTH-1]) && ((a != '0) && (b != '0));
                                a_reg <= (a[OPERAND_WIDTH-1]) ? {OPERAND_WIDTH*{1'b0}, (~a + 1'b1)} : a;
                                b_reg <= (b[OPERAND_WIDTH-1]) ? {(~b + 1'b1)} : b;
                            end
                            2'b10:
                            begin
                                neg_result <= a[OPERAND_WIDTH-1];
                                a_reg <= (a[OPERAND_WIDTH-1]) ? {OPERAND_WIDTH*{1'b0}, (~a + 1'b1)} : a;
                                b_reg <= b;
                            end
                            default:;
                        endcase
                    end
                end
                ADD: if (b_reg[0]) accumulator <= accumulator + a_reg;
                SHIFT:
                begin
                    a_reg <= a_reg<<1;
                    b_reg <= b_reg>>1;
                    counter <= counter + 1'b1;
                end
                DONE: counter <= '0;
                default: ;
            endcase
        end
    end
endmodule
$ cat flow/run.sh
#!/bin/bash
# OpenROAD 26Q1-2900-gdf79404cd8, Yosys 0.63+post, stock flow scripts
make -C /OpenROAD-flow-scripts/flow DESIGN_CONFIG=/design/flow/config.mk WORK_HOME=/design/flow/orfs finish
$ cat flow/config.mk
export PLATFORM = sky130hd
export DESIGN_NAME = shift_add_multiplier
export DESIGN_NICKNAME = shift_add_multiplier
export VERILOG_FILES = /design/flow/design.v
export SDC_FILE = /design/flow/constraint.sdc
export NUM_CORES = 4
export LEC_CHECK = 1
export CORE_UTILIZATION = 30
$ cat flow/constraint.sdc
current_design shift_add_multiplier

set clk_period 14.3
set clk_io_pct 0.2

create_clock -name clk0 -period $clk_period [get_ports {clk}]

set non_clock_inputs [all_inputs -no_clocks]
set_input_delay [expr $clk_period * $clk_io_pct] -clock clk0 $non_clock_inputs
set_output_delay [expr $clk_period * $clk_io_pct] -clock clk0 [all_outputs]
==> summary.txt <==
fresh numbers from the pnr run: Routed Antenna Nets=0, final setup violation count=0, GRT overflow=0, CTS buffer count=17, sw frac=0.3208, max-slew violation count=0, FILL cells=4673, Final period util=0.6321, via/cell ratio=5.451, RD Place Congestion=0.9476, Netlist cell types=74, post-synthesis async set-or-reset flop share=0, Worst EP required=11.44 ns, Internal=0.0008184 W, FP Core Util=0.3042, Worst Path Max Fanout=62, post_cts resized=0, Seq pwr share=0.419, Layout area overhead=17.41%, skew final=0.02197 ns, top cells by count=373 x nand2_1, 252 x a21oi_1, 173 x nor2_1, via count=14520, chip height=216.5 µm, Synth top area share=0.2465, Gate Count Post-Synth=2004, relative slew slack=0.4163, WL final=45360 µm, Clock Power Share=0.403, Post-synth EDFFs=0, root buf cell=clkbuf_16, Worst setup EP type=primary output, first-pass GRT wire length=73230 µm, first-pass detailed-route iteration total=5, VDD IR max=0.00006363 V, Worst Tran Pin Value=0.8535 ns, Mapped Avg Cell Area=6.889 µm², fin crit period=9.039 ns, Total Negative Setup Slacks=0 ns, DPL Wire Length=34600 µm, cell count listed in synth_stat.txt=2004, net switching power=0.0003866 W, status=finished clean, worst path arrival time=6.18 ns, Total GRT Usage=0.1970, FP Rows=78, Netlist Area Pre-Place=13810 µm², RSZ-0062 raised after global routing=no, Crit Path Class=primary input to primary output, tool warnings=28, Final Hold Fails=0, H-tree levels=4, Hold Crit Class=flop to flop, non-filler cells in the finished layout=2664, Synth Warn #=1, CTS max path bufs=2, io pins=134, CTS tree=done, pin count of the biggest net entering global routing=87, Seq/Total Area, Yosys=0.2465, area leader, netlist=dfxtp_1, clock sinks=170, power share of the combinational group=0.178, hold-fix buffers at CTS=0, setup bufs post-CTS=0, initial antenna violation count=15, Max-Cap Viols=0, Clk pin slew, worst setup/hold paths=0.07 ns, Most common reg cell=dfxtp_1, fraction of layout cells with a size suffix above 1=0.04473, drt first-iter violations=1492, static leakage=6.199 nW, most frequent cell after synthesis=nand2_1, chip area=46880 µm², power density over cell area=74.34 nW/µm², drt drc=0, area reported by Yosys stat=13810 µm², Top cells by area=dfxtp_1 25%, nand2_1 10%, a21oi_1 9.1%, port bufs=133, Peak Freq=110.6 MHz, worst skew pair latency=0.49 ns, vias in the first global route=13120, #FFs+latches synth=170, Routed WL per cell=17.03 µm, core area=45380 µm², Worst setup SP type=primary input, Die W=216.5 µm, DP Cell Count=2625
==> worst max-delay path, cell delays in order <==
cell	delay, ns
clkdlybuf4s50_1	0.51
inv_1	0.08
ha_2	0.32
buf_4	0.54
clkinv_1	0.25
buf_4	0.36
o21ba_2	0.29
a311oi_1	0.36
clkdlybuf4s50_1	0.54
==> layout make-up <==
cell class	instances	area (µm²)	share of cell area
Inverter	31	116.4	0.007179
Tap cell	600	750.7	0.04631
Clock buffer	17	425.4	0.02624
Timing Repair Buffer	153	1479	0.09124
Multi-Input combinational cell	1671	9822	0.6059
Sequential cell	170	3408	0.2103
Clock inverter	15	190.2	0.01173
Antenna cell	7	17.52	0.001081
==> through the flow <==
step / setup WS, ns / hold slack [ns] / power (W) / cell area [µm²] / utilization
final: 5.261 / 0.4538 / 0.001205 / 16210 / 0.3572
after global routing: 5.066 / 0.4751 / 0.001266 / 16200 / 0.3570
after CTS: 5.256 / 0.4551 / 0.001219 / 16190 / 0.3568
after detailed placement: 5.259 / 0.4457 / 0.0007279 / 15580 / 0.3432
after global placement: 5.325 / 0.4389 / 0.0007256 / 15580 / 0.3432
after floorplan: 7.208 / 0.4321 / 0.0006552 / 13810 / -
==> logic make-up after synthesis <==
logic type | after synthesis | share of synthesized area
xor+xnor | 116 | 0.07359
compound gates | 665 | 0.3011
simple gates | 811 | 0.2631
buf+inv | 163 | 0.04441
mux | 6 | 0.004622
fa+ha+maj | 73 | 0.06670
flops | 170 | 0.2465
==> power by group through the flow <==
stage / Clock, W / Sequential, W / Combinational, W
after CTS: 0.000501 / 0.000504 / 0.000214
after global routing: 0.000520 / 0.000507 / 0.000239
final: 0.000485 / 0.000505 / 0.000215
==> per-layer routing <==
layer	up-vias	global-route usage	part of all wire
met5	-	0	0.0012
met2	485	0.2750	0.40
met3	56	0.04731	0.077
met4	8	0.02465	0.013
met1	6654	0.3135	0.51
li1	7318	-	-
==> placed cells by master, fill, tap and decap left out, types with 4 or more instances in the layout <==
cell type        Yosys  routed
nand4_1             19      19
a31oi_1             11      11
buf_4                0      21
or3_1               29      29
a221oi_1             5       5
nor2_1             173     173
inv_1               29      29
clkinv_8             0       4
dfxtp_1            170     168
o21bai_1            11      11
or4_1                9       9
xnor2_1             64      64
and3_1              11      11
o2111ai_1            4       4
a21oi_1            252     252
o211ai_1             8       8
nor4_1              12      12
nor3_1              59      58
a22oi_1             32      32
xor2_1              52      52
a22o_1              27      27
clkdlybuf4s50_1      0     132
nand2b_1            19      18
o41ai_1             12      12
diode_2              0       7
o21ai_0            151     150
a211oi_1             8       8
o21ba_2             13      13
and2_1               6       6
o21a_1              13      12
clkbuf_16            0      17
o31a_1               7       7
nand2_1            373     373
o31ai_1             25      25
inv_6                0       6
ha_1                72      71
nor2b_1             14      13
nand3_1             62      62
a311oi_1            19      19
a21o_1              37      37
==> path summary, 6_finish.rpt <==
kind / from / endpoint / slack, ns / cells past startpoint
worst min-delay path: b_reg[23] / b_reg[23] / 0.45 / 2
worst min register to register: b_reg[23] / b_reg[23] / 0.45 / 2
worst max register to register: accumulator[2] / accumulator[61] / 9.72 / 11
worst max-delay path: mul_type[0] / p[47] / 5.26 / 9
Power is estimated from default activity; no workload was simulated.

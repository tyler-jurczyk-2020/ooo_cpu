==> design.v <==
interface banked_mem_itf(
    input   bit         clk,
    input   bit         rst
);
    logic   [31:0]      addr;
    logic               read;
    logic               write;
    logic   [63:0]      wdata;
    logic               ready;
    logic   [31:0]      raddr;
    logic   [63:0]      rdata;
    logic               rvalid;
    bit                 error = 1'b0;
    modport dut (
        input           clk,
        input           rst,
        output          addr,
        output          read,
        output          write,
        output          wdata,
        input           ready,
        input           raddr,
        input           rdata,
        input           rvalid
    );
    modport mem (
        input           clk,
        input           rst,
        input           addr,
        input           read,
        input           write,
        input           wdata,
        output          ready,
        output          rdata,
        output          raddr,
        output          rvalid,
        output          error
    );
    modport mon (
        input           clk,
        input           rst,
        input           addr,
        input           read,
        input           write,
        input           wdata,
        input           ready,
        input           rdata,
        input           raddr,
        input           rvalid,
        input           error
    );
endinterface
interface mem_itf(
    input   bit         clk,
    input   bit         rst
);
    logic   [31:0]      addr;
    logic   [3:0]       rmask;
    logic   [3:0]       wmask;
    logic   [31:0]      rdata;
    logic   [31:0]      wdata;
    logic               resp;
    bit                 error = 1'b0;
    modport dut (
        input           clk,
        input           rst,
        output          addr,
        output          rmask,
        output          wmask,
        input           rdata,
        output          wdata,
        input           resp
    );
    modport mem (
        input           clk,
        input           rst,
        input           addr,
        input           rmask,
        input           wmask,
        output          rdata,
        input           wdata,
        output          resp,
        output          error
    );
    modport mon (
        input           clk,
        input           rst,
        input           addr,
        input           rmask,
        input           wmask,
        input           rdata,
        input           wdata,
        input           resp,
        output          error
    );
endinterface
interface mon_itf(
    input   bit             clk,
    input   bit             rst
);
            logic           valid [8];
            logic   [63:0]  order [8];
            logic   [31:0]  inst [8];
            logic           halt [8];
            logic   [4:0]   rs1_addr [8];
            logic   [4:0]   rs2_addr [8];
            logic   [31:0]  rs1_rdata [8];
            logic   [31:0]  rs2_rdata [8];
            logic   [4:0]   rd_addr [8];
            logic   [31:0]  rd_wdata [8];
            logic   [31:0]  pc_rdata [8];
            logic   [31:0]  pc_wdata [8];
            logic   [31:0]  mem_addr [8];
            logic   [3:0]   mem_rmask [8];
            logic   [3:0]   mem_wmask [8];
            logic   [31:0]  mem_rdata [8];
            logic   [31:0]  mem_wdata [8];
            bit             error = 1'b0;
endinterface
package rv32i_types;
    localparam TABLE_ENTRIES = 64;
    localparam ROB_D = 8;
    localparam LD_ST = 8;
    localparam N_MUL = 1;
    localparam N_ALU = 1;
    localparam N_DIV = 2;
    localparam CDB = N_ALU + N_MUL + N_DIV + 1;  
    localparam freelistdepth = 32;
    typedef enum logic [6:0] {
        op_b_lui   = 7'b0110111,  
        op_b_auipc = 7'b0010111,  
        op_b_jal   = 7'b1101111,  
        op_b_jalr  = 7'b1100111,  
        op_b_br    = 7'b1100011,  
        op_b_load  = 7'b0000011,  
        op_b_store = 7'b0100011,  
        op_b_imm   = 7'b0010011,  
        op_b_reg   = 7'b0110011,  
        op_b_csr   = 7'b1110011   
    } rv32i_op_b_t;
    typedef enum bit [2:0] {
        beq  = 3'b000,
        bne  = 3'b001,
        blt  = 3'b100,
        bge  = 3'b101,
        bltu = 3'b110,
        bgeu = 3'b111
    } branch_funct3_t;
    typedef enum bit [2:0] {
        lb  = 3'b000,
        lh  = 3'b001,
        lw  = 3'b010,
        lbu = 3'b100,
        lhu = 3'b101
    } load_funct3_t;
    typedef enum bit [2:0] {
        sb = 3'b000,
        sh = 3'b001,
        sw = 3'b010
    } store_funct3_t;
    typedef enum bit [2:0] {
        add  = 3'b000,  
        sll  = 3'b001,
        slt  = 3'b010,
        sltu = 3'b011,
        axor = 3'b100,
        sr   = 3'b101,  
        aor  = 3'b110,
        aand = 3'b111
    } arith_funct3_t;
    typedef enum bit [2:0] {
        alu_add = 3'b000,
        alu_sll = 3'b001, 
        alu_sra = 3'b010,
        alu_sub = 3'b011,
        alu_xor = 3'b100,
        alu_srl = 3'b101,
        alu_or  = 3'b110,
        alu_and = 3'b111
    } alu_ops;
    typedef struct packed {
            logic   [2:0]   funct3;
            logic   [6:0]   funct7;
            logic   [6:0]   opcode;
            logic   [4:0]   rs1_s;
            logic   [4:0]   rs2_s;
            logic   [4:0]   rd_s;
            logic   [31:0]  immediate; 
            logic [2:0] alu_operation;
            logic [2:0] cmp_operation;
            logic [1:0] mul_type;
            logic [1:0] div_type;
            logic predict_branch; 
            logic alu_en;
            logic cmp_en;
            logic is_branch;
            logic is_jump;
            logic is_jumpr;
            logic [1:0] is_mul;
            bit valid;
            logic [31:0] inst;
            logic [31:0] pc_curr;
            logic [31:0] pc_next;
            logic [1:0] execute_operand1; 
            logic [1:0] execute_operand2; 
            logic has_rd;
            logic [3:0] rmask;
            logic [3:0] wmask;
            logic is_signed;
    } instruction_info_reg_t;
    typedef struct packed {
        logic [31:0] fetch_pc_curr;   
        logic [31:0] fetch_pc_next; 
    } fetch_output_reg_t;
    typedef struct packed {
        logic [5:0] rs1, rs2, rd;
    } rat_t;
    typedef struct packed {
        logic valid;
        logic [63:0] order; 
        logic [31:0] inst;      
        logic [4:0] rs1_addr; 
        logic [4:0] rs2_addr; 
        logic [31:0] rs1_rdata; 
        logic [31:0] rs2_rdata; 
        logic [4:0] rd_addr;
        logic [31:0] rd_wdata;
        logic [31:0] pc_rdata; 
        logic [31:0] pc_wdata; 
        logic [31:0] mem_addr; 
        logic [3:0] mem_rmask; 
        logic [3:0] mem_wmask;
        logic [31:0] mem_rdata;
        logic [31:0] mem_wdata;
    } rvfi_t;
    typedef struct packed {
       logic [$clog2(ROB_D)-1:0] rob_id;
       logic commit;
       logic mispredict; 
       logic branch_enable; 
    } rob_t;
    typedef struct packed {
       logic input1_met; 
       logic input2_met; 
       logic [$clog2(ROB_D)-1:0] rs1_source;
       logic [$clog2(ROB_D)-1:0] rs2_source;
       logic full; 
    } reservation_entry_t; 
    typedef struct packed {
       logic [$clog2(LD_ST)-1:0] pointer;
       logic cross_dep_met;
       logic valid;
    } cross_t;
    typedef struct packed {
       rob_t rob;
       rvfi_t rvfi; 
       instruction_info_reg_t inst;
       rat_t rat;
       reservation_entry_t rs_entry;
       cross_t cross_entry;
    } super_dispatch_t;
    typedef enum logic [1:0] {
        ZERO,
        FREE_LIST,
        BACKUP_FREE_LIST
    } initialization_t;
    typedef enum logic [1:0] {
        ALU_T,
        MUL_T, 
        DIV_T
    } reservation_table_type_t;
    typedef struct packed {
        logic [31:0] register_value; 
        logic [$clog2(ROB_D)-1:0] ROB_ID; 
        logic dependency; 
    } physical_reg_data_t; 
    typedef struct packed {
        logic [$clog2(TABLE_ENTRIES)-1:0] rd_s, rs1_s, rs2_s; 
        physical_reg_data_t rd_v;
        logic rd_en;
    } physical_reg_request_t;
    typedef struct packed {
        physical_reg_data_t rs1_v, rs2_v;
    } physical_reg_response_t;
    typedef struct packed {
        super_dispatch_t inst_info; 
        logic start_calculate; 
    } fu_input_t; 
    typedef struct packed {
        super_dispatch_t inst_info;
        logic [31:0] register_value;
        logic ready_for_writeback;
        logic branch_result;
    } fu_output_t;
    typedef fu_output_t cdb_t [CDB];
    typedef struct packed {
        logic [1:0] mul_type; 
        logic [31:0] a; 
        logic [31:0] b; 
        logic start; 
        super_dispatch_t inst_info; 
    } multiply_FUs_t; 
    typedef struct packed {
        logic what_we_want;
        logic [31:0] a; 
        logic [31:0] b; 
        super_dispatch_t inst_info; 
    } divide_FUs_t; 
    typedef enum logic [2:0] {
        wait_s_load_p,
        wait_s_store_p,
        request_load_s,
        latch_load_s,
        request_store_s,
        latch_store_s
    } ld_st_controller_t;
endpackage
package cache_types;
    typedef enum bit [1:0] {
        idle_s,
        compare_tag_s,
        allocate_s,
        writeback_s
    } state_t;
    typedef enum bit [2:0] {
        A = 3'b000,
        B = 3'b001,
        C = 3'b010,
        D = 3'b011,
        F = 3'b111
    } way_t;
endpackage
module ff_array #(
            parameter               S_INDEX     = 4,
            parameter               WIDTH       = 1
)(
    input   logic                   clk0,
    input   logic                   rst0,
    input   logic                   csb0,
    input   logic                   web0,
    input   logic   [S_INDEX-1:0]   addr0,
    input   logic   [WIDTH-1:0]     din0,
    output  logic   [WIDTH-1:0]     dout0
);
            localparam              NUM_SETS    = 2**S_INDEX;
            logic                   web0_reg;
            logic   [S_INDEX-1:0]   addr0_reg;
            logic   [WIDTH-1:0]     din0_reg;
            logic   [WIDTH-1:0]     internal_array [NUM_SETS];
    always_ff @(posedge clk0) begin
        if (rst0) begin
            web0_reg  <= 1'b0;
            addr0_reg <= 'x;
            din0_reg  <= 'x;
        end else begin
            if (!csb0) begin
                web0_reg  <= web0;
                addr0_reg <= addr0;
                din0_reg  <= din0;
            end
        end
    end
    always_ff @(posedge clk0) begin
        if (rst0) begin
            for (int i = 0; i < NUM_SETS; i++) begin
                internal_array[i] <= '0;
            end
        end else begin
            if (!web0_reg) begin
                internal_array[addr0_reg] <= din0_reg;
            end
        end
    end
    always_comb begin
        dout0 = internal_array[addr0_reg];
    end
endmodule : ff_array
==> run.sh <==
#!/bin/bash
# OpenROAD 26Q1-2900-gdf79404cd8, Yosys 0.63+post, stock flow scripts
make -C /OpenROAD-flow-scripts/flow DESIGN_CONFIG=/design/flow/config.mk WORK_HOME=/design/flow/orfs finish
==> config.mk <==
export PLATFORM = sky130hd
export DESIGN_NAME = ff_array
export DESIGN_NICKNAME = ff_array
export VERILOG_FILES = /design/flow/design.v
export SDC_FILE = /design/flow/constraint.sdc
export NUM_CORES = 4
export LEC_CHECK = 1
export CORE_UTILIZATION = 30
==> constraint.sdc <==
current_design ff_array

set clk_period 2.1
set clk_io_pct 0.2

create_clock -name clk0 -period $clk_period [get_ports {clk0}]

set non_clock_inputs [all_inputs -no_clocks]
set_input_delay [expr $clk_period * $clk_io_pct] -clock clk0 $non_clock_inputs
set_output_delay [expr $clk_period * $clk_io_pct] -clock clk0 [all_outputs]
==> run notes <==
Main metrics from the flow reports.

The total vias in the final route is 768. The sink count of the clock tree is 26. In the CTS report, the clock slew at the register clock pins of the worst setup and hold paths is listed as 0.09 ns. The timing report lists the critical path depth as 4 cells. STA classifies the critical path startpoint as a flip-flop. The switching power as a share of total power is 20.9%.

The leakage power of the design came out at 0.568 nW. The total power per unit cell area is 794 nW/µm². The most common logic cells in the final layout are 21 x sky130_fd_sc_hd__edfxtp_1, 19 x sky130_fd_sc_hd__nor2_1, 12 x sky130_fd_sc_hd__a21o_1, 8 x sky130_fd_sc_hd__clkdlybuf4s50_1. The synthesized area divided by synthesized cell count is 13.1 µm². The upper clock frequency limit is 525 MHz. The flow ran to the end, and the final reports show no timing, DRC or antenna violations. The actual transition at the worst max-transition pin is 0.536 ns. The number of global-route vias before repair is 780. Per STA, the worst path is made up of mux4_2, mux2i_1, mux2i_1, clkbuf_2. Per the CTS log, the root buffer master is sky130_fd_sc_hd__clkbuf_8.

The flip-flop and latch count after synthesis is 26. The global-route usage over all layers is 13.1%. The slowest stage of the critical path belongs to the cell sky130_fd_sc_hd__mux4_2. Summing internal, switching and leakage power gives 1.15 mW. The total number of H-tree levels is 1. The initial antenna violation count was 0. The combinational cell fraction of total power came out at 10.7%. The sequential fraction of design power came out at 53.7%. The cell area that synthesis handed to floorplanning was 1220 µm². The type recorded for the worst min-delay path is flip-flop to flip-flop. The floorplan report gives the top-level pin count as 10. The worst path arrival time came out at 1.48 ns. The minimum clock period after layout is 1.90 ns. The reported net switching power is 0.241 mW. According to the dpl log, the detail-placed design has an HPWL of 1710 µm. The insertion delay to the later sink of the worst-skew pair is 0.27 ns. After synthesis, flip-flops and latches occupy 60.0% of the total area. Per the cell usage report, the commonest logic cell in the layout is sky130_fd_sc_hd__edfxtp_1. The mean number of vias per cell came out at 4.92. The routed wire length per instance is 14.9 µm. The number of max-cap violations came out at 0. STA lists the startpoint of the worst register-to-register path as addr0_reg[1]$_DFFE_PN_.

The tally of yosys warning messages came out at 1. The number of antenna diodes in the final layout is 0. The post-synthesis cell count came out at 93. TritonCTS built the clock tree.

The setup path with the least slack is of type flip-flop to output pin. Setup repair after global routing left no endpoint under its margin. In this run the vertical extent of the chip is 65.7 µm. The cell family contributing the most delay on the critical path is multiplexers. The remaining antenna violation count is 0. The final wirelength is 2320 µm. The unique cell type count in the Yosys netlist came out at 20. The cell depth of the worst flop-to-flop path came out at 2. The number of slew-limit violations in the final report came out at 0.

The post-layout period usage of the worst path came out at 90.7%. The remaining global-route overflow is 0. The area added between synthesis and finish came out at 18.9%. The area of the die came out at 4320 µm². The launch point of the worst hold path is web0_reg$_SDFFE_PP0N_.

The chip area in the Yosys report is 1220 µm². The residual DRC count is 0. The internal portion of the total power is 0.910 mW. The yosys stat cell total came out at 93. STA classifies the critical path endpoint as an output pin. In this run the tightest slew margin relative to its limit is 63.9%. The cell depth of the worst hold path came out at 2. The count of port buffers added during placement is 9.

Together, buffers and inverters on the worst path number 1. In this run the core area contains 22 standard-cell rows. The violation tally recorded at the end of detailed-routing iteration 0 is 23. The first global-routing pass estimated 3910 µm of wire. The maximum root-to-sink buffer count came out at 2.

The clock skew after layout came out at 0.00207 ns. The maximum number of pins on one net before global-route repair came out at 16. The detailed-router iteration count before antenna repair came out at 4. The worst-path maximum fanout came out at 4. The required time at the endpoint of the critical path came out at 1.68 ns. Endpoints failing hold in the final report were tallied at 0. The OpenROAD warning count is 25. The core area came out at 3770 µm². The cell that appears most often on the critical path is sky130_fd_sc_hd__mux2i_1. After routing, the total negative slack on setup checks comes to 0 ns. Cells with a size suffix above 1 make up 17.6% of the layout. In this design, the stage delay of the slowest critical-path cell is 0.50 ns. The number of buffers created by CTS is 3. The total setup violations reported at the end of the flow came out at 0. The fraction of power consumed by the clock network is 35.6%. The floorplan step records an initial core utilization of 32.3%. The worst voltage drop across the vdd grid is 0.000605 V. The chip width is 65.7 µm.

The placement summary gives the final routability congestion estimate as 0.839.
## power by group through the flow
stage	combinational, mW	sequential, mW	clock, mW
global route	0.134	0.623	0.443
finish	0.123	0.618	0.409
CTS	0.124	0.618	0.419
## metal layers
| layer | part of all wire [%] | routed length [µm] | vias to the layer above | track usage (%) |
|---|---|---|---|---|
| met3 | 3.8 | 89 | 2 | 3.17 |
| li1 | - | - | 375 | - |
| met2 | 45 | 1040 | 16 | 20.0 |
| met5 | 0 | 0 | - | 0 |
| met1 | 51 | 1180 | 375 | 20.9 |
| met4 | 0.39 | 9 | 0 | 0.815 |
## layout make-up
class / count / area [µm²]
Clock inverter: 1 / 30.0
Tap cell: 48 / 60.1
Sequential cell: 26 / 734
Timing Repair Buffer: 14 / 123
Fill cell: 367 / 2320
Multi-Input combinational cell: 64 / 460
Clock buffer: 3 / 41.3
## worst register-to-register path: stages, from the launching register on
cell and delay, ns:
sky130_fd_sc_hd__edfxtp_1 0.49, sky130_fd_sc_hd__nor4_1 0.54, sky130_fd_sc_hd__a21o_1 0.20
## path summary, 6_finish.rpt
check | slack, ns | endpoint
worst max register to register | 0.59 | internal_array[4]$_SDFFCE_PN0P_
worst min register to register | 0.59 | web0_reg$_SDFFE_PP0N_
worst max-delay path | 0.20 | dout0[0]
worst min-delay path | 0.59 | web0_reg$_SDFFE_PP0N_
## through the flow
step	setup slack [ns]	hold WS (ns)	util (%)	instances	instance area [µm²]
6_report	0.195	0.587	38.4	156	1450
5_1_grt	0.0811	0.656	38.4	156	1450
3_3_place_gp	0.0886	0.557	37.0	152	1390
3_5_place_dp	0.0511	0.576	37.0	152	1390
2_1_floorplan	0.562	0.519	-	93	1220
4_1_cts	0.0281	0.592	38.5	156	1450
## cells by family after synthesis
logic type,synth area share (%)
DFF,60.0
AOI/OAI and AO/OA,9.86
muxes,15.6
buffers and inverters,1.03
and+or+nand+nor,13.6
## repair_timing
item | CTS | global route
gates resized | 7 | 2
buffers inserted | 0 | 0
endpoints found under the setup margin | 1 | 1
hold buffers | 0 | 0
## cells in the mapped netlist
| cell type | number | area, µm² |
|---|---|---|
| sky130_fd_sc_hd__nor4b_1 | 1 | 8.76 |
| sky130_fd_sc_hd__and2_1 | 1 | 6.26 |
| sky130_fd_sc_hd__clkbuf_1 | 2 | 7.51 |
| sky130_fd_sc_hd__and3_1 | 1 | 6.26 |
| sky130_fd_sc_hd__buf_2 | 1 | 5.00 |
| sky130_fd_sc_hd__nor2_1 | 19 | 71.3 |
| sky130_fd_sc_hd__nor3_1 | 1 | 5.00 |
| sky130_fd_sc_hd__mux4_1 | 4 | 105 |
| sky130_fd_sc_hd__mux2_2 | 4 | 45.0 |
| sky130_fd_sc_hd__dfxtp_1 | 5 | 100 |
| sky130_fd_sc_hd__nand2_1 | 5 | 18.8 |
| sky130_fd_sc_hd__nand3b_1 | 1 | 7.51 |
| sky130_fd_sc_hd__o21bai_1 | 4 | 30.0 |
| sky130_fd_sc_hd__nand3_1 | 2 | 10.0 |
| sky130_fd_sc_hd__nor2b_1 | 2 | 12.5 |
| sky130_fd_sc_hd__edfxtp_1 | 21 | 631 |
| sky130_fd_sc_hd__mux2i_1 | 4 | 40.0 |
| sky130_fd_sc_hd__nor4_1 | 1 | 6.26 |
| sky130_fd_sc_hd__a21o_1 | 12 | 90.1 |
| sky130_fd_sc_hd__nand2b_1 | 2 | 12.5 |
Power and IR drop assume default switching activity.

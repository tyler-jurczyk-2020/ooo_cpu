===== run.sh =====
#!/bin/bash
# OpenROAD 26Q1-2900-gdf79404cd8, Yosys 0.63+post, stock flow scripts
make -C /OpenROAD-flow-scripts/flow DESIGN_CONFIG=/design/flow/config.mk WORK_HOME=/design/flow/orfs finish

===== config.mk =====
export PLATFORM = sky130hd
export DESIGN_NAME = gshare
export DESIGN_NICKNAME = gshare
export VERILOG_FILES = /design/flow/design.v
export SDC_FILE = /design/flow/constraint.sdc
export NUM_CORES = 4
export LEC_CHECK = 1
export CORE_UTILIZATION = 50

===== constraint.sdc =====
current_design gshare

set clk_period 256.2
set clk_io_pct 0.2

create_clock -name clk0 -period $clk_period [get_ports {clk}]

set non_clock_inputs [all_inputs -no_clocks]
set_input_delay [expr $clk_period * $clk_io_pct] -clock clk0 $non_clock_inputs
set_output_delay [expr $clk_period * $clk_io_pct] -clock clk0 [all_outputs]

===== design.v =====
interface banked_mem_itf(
    input   bit         clk,
    input   bit         rst
);
    logic   [31:0]      addr;
    logic               read;
    logic               write;
    logic   [63:0]      wdata;
    logic               ready;
    logic   [31:0]      raddr;
    logic   [63:0]      rdata;
    logic               rvalid;
    bit                 error = 1'b0;
    modport dut (
        input           clk,
        input           rst,
        output          addr,
        output          read,
        output          write,
        output          wdata,
        input           ready,
        input           raddr,
        input           rdata,
        input           rvalid
    );
    modport mem (
        input           clk,
        input           rst,
        input           addr,
        input           read,
        input           write,
        input           wdata,
        output          ready,
        output          rdata,
        output          raddr,
        output          rvalid,
        output          error
    );
    modport mon (
        input           clk,
        input           rst,
        input           addr,
        input           read,
        input           write,
        input           wdata,
        input           ready,
        input           rdata,
        input           raddr,
        input           rvalid,
        input           error
    );
endinterface
interface mem_itf(
    input   bit         clk,
    input   bit         rst
);
    logic   [31:0]      addr;
    logic   [3:0]       rmask;
    logic   [3:0]       wmask;
    logic   [31:0]      rdata;
    logic   [31:0]      wdata;
    logic               resp;
    bit                 error = 1'b0;
    modport dut (
        input           clk,
        input           rst,
        output          addr,
        output          rmask,
        output          wmask,
        input           rdata,
        output          wdata,
        input           resp
    );
    modport mem (
        input           clk,
        input           rst,
        input           addr,
        input           rmask,
        input           wmask,
        output          rdata,
        input           wdata,
        output          resp,
        output          error
    );
    modport mon (
        input           clk,
        input           rst,
        input           addr,
        input           rmask,
        input           wmask,
        input           rdata,
        input           wdata,
        input           resp,
        output          error
    );
endinterface
interface mon_itf(
    input   bit             clk,
    input   bit             rst
);
            logic           valid [8];
            logic   [63:0]  order [8];
            logic   [31:0]  inst [8];
            logic           halt [8];
            logic   [4:0]   rs1_addr [8];
            logic   [4:0]   rs2_addr [8];
            logic   [31:0]  rs1_rdata [8];
            logic   [31:0]  rs2_rdata [8];
            logic   [4:0]   rd_addr [8];
            logic   [31:0]  rd_wdata [8];
            logic   [31:0]  pc_rdata [8];
            logic   [31:0]  pc_wdata [8];
            logic   [31:0]  mem_addr [8];
            logic   [3:0]   mem_rmask [8];
            logic   [3:0]   mem_wmask [8];
            logic   [31:0]  mem_rdata [8];
            logic   [31:0]  mem_wdata [8];
            bit             error = 1'b0;
endinterface
package rv32i_types;
    localparam TABLE_ENTRIES = 64;
    localparam ROB_D = 8;
    localparam LD_ST = 8;
    localparam N_MUL = 1;
    localparam N_ALU = 1;
    localparam N_DIV = 2;
    localparam CDB = N_ALU + N_MUL + N_DIV + 1;  
    localparam freelistdepth = 32;
    typedef enum logic [6:0] {
        op_b_lui   = 7'b0110111,  
        op_b_auipc = 7'b0010111,  
        op_b_jal   = 7'b1101111,  
        op_b_jalr  = 7'b1100111,  
        op_b_br    = 7'b1100011,  
        op_b_load  = 7'b0000011,  
        op_b_store = 7'b0100011,  
        op_b_imm   = 7'b0010011,  
        op_b_reg   = 7'b0110011,  
        op_b_csr   = 7'b1110011   
    } rv32i_op_b_t;
    typedef enum bit [2:0] {
        beq  = 3'b000,
        bne  = 3'b001,
        blt  = 3'b100,
        bge  = 3'b101,
        bltu = 3'b110,
        bgeu = 3'b111
    } branch_funct3_t;
    typedef enum bit [2:0] {
        lb  = 3'b000,
        lh  = 3'b001,
        lw  = 3'b010,
        lbu = 3'b100,
        lhu = 3'b101
    } load_funct3_t;
    typedef enum bit [2:0] {
        sb = 3'b000,
        sh = 3'b001,
        sw = 3'b010
    } store_funct3_t;
    typedef enum bit [2:0] {
        add  = 3'b000,  
        sll  = 3'b001,
        slt  = 3'b010,
        sltu = 3'b011,
        axor = 3'b100,
        sr   = 3'b101,  
        aor  = 3'b110,
        aand = 3'b111
    } arith_funct3_t;
    typedef enum bit [2:0] {
        alu_add = 3'b000,
        alu_sll = 3'b001, 
        alu_sra = 3'b010,
        alu_sub = 3'b011,
        alu_xor = 3'b100,
        alu_srl = 3'b101,
        alu_or  = 3'b110,
        alu_and = 3'b111
    } alu_ops;
    typedef struct packed {
            logic   [2:0]   funct3;
            logic   [6:0]   funct7;
            logic   [6:0]   opcode;
            logic   [4:0]   rs1_s;
            logic   [4:0]   rs2_s;
            logic   [4:0]   rd_s;
            logic   [31:0]  immediate; 
            logic [2:0] alu_operation;
            logic [2:0] cmp_operation;
            logic [1:0] mul_type;
            logic [1:0] div_type;
            logic predict_branch; 
            logic alu_en;
            logic cmp_en;
            logic is_branch;
            logic is_jump;
            logic is_jumpr;
            logic [1:0] is_mul;
            bit valid;
            logic [31:0] inst;
            logic [31:0] pc_curr;
            logic [31:0] pc_next;
            logic [1:0] execute_operand1; 
            logic [1:0] execute_operand2; 
            logic has_rd;
            logic [3:0] rmask;
            logic [3:0] wmask;
            logic is_signed;
    } instruction_info_reg_t;
    typedef struct packed {
        logic [31:0] fetch_pc_curr;   
        logic [31:0] fetch_pc_next; 
    } fetch_output_reg_t;
    typedef struct packed {
        logic [5:0] rs1, rs2, rd;
    } rat_t;
    typedef struct packed {
        logic valid;
        logic [63:0] order; 
        logic [31:0] inst;      
        logic [4:0] rs1_addr; 
        logic [4:0] rs2_addr; 
        logic [31:0] rs1_rdata; 
        logic [31:0] rs2_rdata; 
        logic [4:0] rd_addr;
        logic [31:0] rd_wdata;
        logic [31:0] pc_rdata; 
        logic [31:0] pc_wdata; 
        logic [31:0] mem_addr; 
        logic [3:0] mem_rmask; 
        logic [3:0] mem_wmask;
        logic [31:0] mem_rdata;
        logic [31:0] mem_wdata;
    } rvfi_t;
    typedef struct packed {
       logic [$clog2(ROB_D)-1:0] rob_id;
       logic commit;
       logic mispredict; 
       logic branch_enable; 
    } rob_t;
    typedef struct packed {
       logic input1_met; 
       logic input2_met; 
       logic [$clog2(ROB_D)-1:0] rs1_source;
       logic [$clog2(ROB_D)-1:0] rs2_source;
       logic full; 
    } reservation_entry_t; 
    typedef struct packed {
       logic [$clog2(LD_ST)-1:0] pointer;
       logic cross_dep_met;
       logic valid;
    } cross_t;
    typedef struct packed {
       rob_t rob;
       rvfi_t rvfi; 
       instruction_info_reg_t inst;
       rat_t rat;
       reservation_entry_t rs_entry;
       cross_t cross_entry;
    } super_dispatch_t;
    typedef enum logic [1:0] {
        ZERO,
        FREE_LIST,
        BACKUP_FREE_LIST
    } initialization_t;
    typedef enum logic [1:0] {
        ALU_T,
        MUL_T, 
        DIV_T
    } reservation_table_type_t;
    typedef struct packed {
        logic [31:0] register_value; 
        logic [$clog2(ROB_D)-1:0] ROB_ID; 
        logic dependency; 
    } physical_reg_data_t; 
    typedef struct packed {
        logic [$clog2(TABLE_ENTRIES)-1:0] rd_s, rs1_s, rs2_s; 
        physical_reg_data_t rd_v;
        logic rd_en;
    } physical_reg_request_t;
    typedef struct packed {
        physical_reg_data_t rs1_v, rs2_v;
    } physical_reg_response_t;
    typedef struct packed {
        super_dispatch_t inst_info; 
        logic start_calculate; 
    } fu_input_t; 
    typedef struct packed {
        super_dispatch_t inst_info;
        logic [31:0] register_value;
        logic ready_for_writeback;
        logic branch_result;
    } fu_output_t;
    typedef fu_output_t cdb_t [CDB];
    typedef struct packed {
        logic [1:0] mul_type; 
        logic [31:0] a; 
        logic [31:0] b; 
        logic start; 
        super_dispatch_t inst_info; 
    } multiply_FUs_t; 
    typedef struct packed {
        logic what_we_want;
        logic [31:0] a; 
        logic [31:0] b; 
        super_dispatch_t inst_info; 
    } divide_FUs_t; 
    typedef enum logic [2:0] {
        wait_s_load_p,
        wait_s_store_p,
        request_load_s,
        latch_load_s,
        request_store_s,
        latch_store_s
    } ld_st_controller_t;
endpackage
package cache_types;
    typedef enum bit [1:0] {
        idle_s,
        compare_tag_s,
        allocate_s,
        writeback_s
    } state_t;
    typedef enum bit [2:0] {
        A = 3'b000,
        B = 3'b001,
        C = 3'b010,
        D = 3'b011,
        F = 3'b111
    } way_t;
endpackage
module gshare #(  
    parameter GHR_SIZE = 10,      
    parameter PHT_ENTRIES = 1024   
)
(
    input logic rst,
    input logic clk,
    input logic branch_taken,
    input logic [31:0] branch_addr,
    output logic branch_prediction
);
logic [GHR_SIZE-1:0] ghr;
logic [1:0] pht[PHT_ENTRIES]; 
localparam PHT_MASK = 10'b1111111111;  
logic [GHR_SIZE-1:0] pht_index; 
always_ff @(posedge clk)begin
    if(rst) begin
        ghr <= '0;
        for(int i = 0; i < PHT_ENTRIES; i++) begin
            pht[i] <= 2'b01;
        end
    end
    else begin
        ghr <= {ghr[GHR_SIZE-2:0], branch_taken};
        pht_index <= (branch_addr[GHR_SIZE-1:0] ^ ghr) & PHT_MASK;  
        if(branch_taken) begin
            if (pht[pht_index] < 2'b11)
                pht[pht_index] <= pht[pht_index] + 2'd1;
        end
        else begin
            if(pht[pht_index] > 2'b00)
                pht[pht_index] <= pht[pht_index] - 2'd1;
        end
    end
end
assign branch_prediction = pht[pht_index][1];
endmodule : gshare

==> highlights.md <==
### Outcome
- complete, no violations — run status

### Detailed routing
- 7,052 — First DRT Iteration DRCs
- 0 — post-route antenna net violation count
- 0 — DRC
- 7.566 — via density per instance
- 41.42 um — per-cell routed wire length
- 79,373 — total vias in the final route
- 434,500 um — wirelength, routed
- 8 — number of detailed-route iterations in the first pass

### Floorplanning
- 464.5 um — width of the die
- 169 — number of rows in the core area
- 0.2158 sq mm — overall die area
- 0.5038 — initial core utilization
- 0.2123 sq mm — Core Box Area
- 464.5 um — die extent in y
- 36 — number of top-level design ports

### Yosys
- 8,144 — Synth Instances
- 0.5778 — area share of the largest cell type after synthesis
- 0.1070 sq mm — synthesized area
- 2,078 — Seq cells post-synth
- 0.1070 sq mm — area reported by Yosys stat
- 1 — count of warnings emitted by yosys
- 0 — FFs w/ async S/R, synth
- edfxtp_1 — dominant register cell in the synthesized netlist
- 2,058 — EDFF count, synth
- 0.5815 — share of the yosys chip area belonging to registers
- 72 — distinct lib cells
- 8,144 — cell total in the yosys stat output
- edfxtp_1 — biggest area consumer among synthesized cells
- edfxtp_1, mux4_2, a21o_1, nor4_1, nand4_1 — Post-synth area hogs
- 13.13 sq um — Avg Inst Size Synth

### STA
- 17.07 MHz — achievable frequency
- 0 — final setup vio count
- 0.2286 — period utilization
- 0 ps — Post-Route Setup TNS
- 58,580 ps — final critical path time including I/O delays and setup
- no — RSZ-0062 raised after global routing
- 0 — Final Max Slew Viols
- 0 — final hold violation count
- 65.49 ps — worst clock skew
- 1173 ps — transition time at the pin with the least slew margin
- 474.5 ps — Fin Hold WS
- 0.2183 — Rel. slew slack

### Pwr
- 587.6 uW — internal power
- 0.445 — power share of the sequential group
- 7.418 mW/mm^2 — power density cells
- 0.191 — Combinational Power Share
- 35.28 nW — leak pwr
- 269.7 uW — sw power
- 0.364 — relative contribution of the clock network to total power
- 0.008839 mV — worst vdd rail ir drop
- 0.3146 — switching portion of total power

### Clocking
- 0 — hold buffers post-CTS
- 910 ps — Clock Latency Late Sink
- clkbuf_16 — cell chosen for the clock root
- 218 — CTS Buf Count
- 4 — H-tree depth
- 0 — post-CTS resize count
- 3 — maximum count of clock buffers along a single path
- 0 — buffer count from post-CTS setup fixing
- 60 ps — clock transition at the registers of the reported paths
- 2,078 — TritonCTS sink count
- done — CTS tree

### Worst setup path
- 204,960 ps — required time at the worst-slack endpoint
- pht[935][1] — reg-to-reg critical path endpoint
- 245,880 ps — flop2flop setup slack
- branch_prediction — Critical Path End
- buf_4 -> buf_4 -> buf_12 -> and2_1 -> buf_4 -> a22oi_1 -> nand3_1 -> o2111ai_1 -> a211oi_1 -> or3_1 -> nand4_1 -> or2_2 -> clkdlybuf4s50_1 — cell-by-cell listing of the critical path
- flip-flop to primary output — critical path type
- buf_4 — dominant cell type by count on the critical path
- 890 ps — highest cell delay on the worst timing path
- 7340 ps — CP Data Arrival Time
- 58 — peak fanout along the critical path
- primary output — category of the worst setup path capture point
- flip-flop — critical path startpoint category
- dfxtp_4 — slowest CP cell
- 18 — cell depth of the worst flop-to-flop path

### Global route
- 615,000 um — wire length of the first global-routing pass
- 0.4447 — All-Layer GR Usage
- 0 — global-route congestion overflow total
- 82,675 — via count of the first global-routing pass
- 23 — number of antenna violations at the first check in global routing
- 136 — pin count of the biggest net entering global routing

### Place
- 10,051 — number of instances in the placed design
- 13 — Port-buffer cells
- 1.010 — weighted congestion reported at the end of routability-driven placement
- 260,600 um — Final HPWL DP

### Layout
- 16,931 — number of filler cells placed in the layout
- 0.1859 — fraction of layout instances using a drive strength above 1
- 8.052% — relative area change from synthesis to final layout
- 10,491 — final standard cell count with taps included and fillers excluded

### Hold path
- flip-flop to flip-flop — Min-Delay Path Class

### Flow run
- 0 — Max Cap Viol
- 93 — total tool warning count

==> flip-flops by register name, summed over array words and instances (netlist names), named ones only <==
register   flops
pht         2048
ghr           10
pht_index     10
==> critical path, delay by kind of cell, from the launching register on <==
kind | cells | cell delay (ps)
buffers and inverters | 5 | 2610
AND-OR/OR-AND | 3 | 1130
AND/OR/NAND/NOR | 5 | 1640
flip-flops | 1 | 890
==> how the worst min path moves through the flow <==
stage         startpoint      to  cells after the start
finish            ghr[6]  ghr[7]                      1
global route      ghr[1]  ghr[2]                      1
CTS               ghr[6]  ghr[7]                      1
==> power by group through the flow <==
stage / Clock (mW) / Combinational [mW] / Sequential, mW
4_1_cts: 0.312 / 0.157 / 0.381
5_1_grt: 0.325 / 0.166 / 0.382
6_report: 0.312 / 0.163 / 0.381
==> metrics by stage <==
stage / instance area, sq um / utilization / power, mW / setup WS [ps]
final: 115600 / 0.5444 / 0.8573 / 197620
after global placement: 108600 / 0.5115 / 0.5446 / 198870
after global routing: 115500 / 0.5441 / 0.8733 / 197670
after CTS: 115500 / 0.5440 / 0.8506 / 197920
after floorplan: 107000 / - / 0.4922 / 202030
after detailed placement: 108600 / 0.5115 / 0.5449 / 198860
==> metal layers <==
metal	GRT usage	wire, um
met4	0.2423	30690
met1	0.5326	132400
met5	0.07754	1768
met3	0.3733	89760
met2	0.5592	179900
==> synthesized netlist by cell type (all sizes together), types with 12 or more instances <==
master and number:
a22oi 85, o41ai 12, nor2 303, nand4 614, nand2 187, or4 24
dfxtp 20, buf 414, nand3 392, edfxtp 2058, mux4 464, nor4 977
mux2i 245, o31ai 243, o22ai 32, clkbuf 908, nor2b 59, mux2 30
a21oi 24, nand2b 13, o21ai 17, nor3 70, or3 19, a21o 778
==> placed cells by master (no fill, tap or decap), drive strengths merged, types with 8 or more instances in the layout <==
| cell type | count |
|---|---|
| edfxtp | 2058 |
| nor4 | 977 |
| a21o | 778 |
| nand4 | 614 |
| mux4 | 464 |
| buf | 396 |
| nand3 | 392 |
| nor2 | 303 |
| clkbuf | 289 |
| mux2i | 245 |
| o31ai | 243 |
| nand2 | 187 |
| clkinv | 102 |
| a22oi | 85 |
| nor3 | 70 |
| nor2b | 59 |
| o22ai | 32 |
| diode | 31 |
| mux2 | 30 |
| a21oi | 24 |
| or4 | 24 |
| dfxtp | 20 |
| or3 | 19 |
| o21ai | 17 |
| bufinv | 14 |
| nand2b | 13 |
| clkdlybuf4s50 | 12 |
| o41ai | 12 |
| a31oi | 11 |
| xor2 | 10 |
| a221o | 9 |
| o2111ai | 9 |
| and3 | 9 |
| and2 | 8 |
==> layout make-up <==
| class | count | area, sq um | area share |
|---|---|---|---|
| Tap cell | 2821 | 3530 | 0.03054 |
| Inverter | 4 | 25.02 | 0.0002165 |
| Antenna cell | 31 | 77.57 | 0.0006713 |
| Clock inverter | 120 | 1007 | 0.008715 |
| Clock buffer | 289 | 5887 | 0.05094 |
| Multi-Input combinational cell | 4740 | 39520 | 0.3420 |
| Sequential cell | 2078 | 62220 | 0.5384 |
| Timing Repair Buffer | 408 | 3301 | 0.02856 |
==> cell families (layout without fill, tap and decap cells) <==
family	Yosys count	in the layout	synth area share
flops	2078	2078	0.5815
compound gates	1283	1283	0.08974
mux	739	739	0.1239
other cells	0	31	0
xor+xnor	11	11	0.0009008
simple gates	2707	2707	0.1486
buf+inv	1326	821	0.05535
Power figures rest on the tool's default switching activity, not on a simulated workload.
